==> flow/design.v <==
package coherence_cache_pkg;
    localparam INVALID        = 0;    
    localparam EXCLUSIVE      = 1;    
    localparam MODIFIED       = 2;    
    localparam SHARED         = 3;    
    localparam FORWARD        = 4;    
    parameter PROC_OP_BITS    = 1;
    parameter PR_RD           = 0;
    parameter PR_WR           = 1;
    parameter BUS_OP_BITS     = 2;
    parameter BUS_RD          = 0;
    parameter BUS_RDX         = 1;
    parameter BUS_UPGR        = 2;
    parameter BUS_NOP         = 3;
    parameter BUS_RESP_BITS   = 3;
    parameter LINE_EXIST_BIT  = 0;
    parameter FLUSH_OPT_BIT   = 1;
    parameter FLUSH_BIT       = 2;
    parameter LINE_EXIST      = (1 << LINE_EXIST_BIT);
    parameter FLUSH_OPT       = (1 << LINE_EXIST_BIT) | (1 << FLUSH_OPT_BIT);
    parameter FLUSH           = (1 << LINE_EXIST_BIT) | (1 << FLUSH_BIT);
endpackage : coherence_cache_pkg
package cacheIf_axi4_pkg;
    typedef enum {
        AxSIZE_1B    = 0,
        AxSIZE_2B    = 1,
        AxSIZE_4B    = 2,
        AxSIZE_8B    = 3,
        AxSIZE_16B   = 4,
        AxSIZE_32B   = 5,
        AxSIZE_64B   = 6,
        AxSIZE_128B  = 7
    } axsize_t;
    typedef enum {
        AxBURST_FIXED = 0,
        AxBURST_INCR  = 1,
        AxBURST_WRAP  = 2,
        AxBURST_Rsvd  = 3
    } axburst_t;
    typedef enum {
        xRESP_OKAY   = 0,
        xRESP_EXOKAY = 1,
        xRESP_SLVERR = 2,
        xRESP_DECERR = 3
    } xresp_t;
endpackage
package cyclicCache_pkg;
    typedef enum logic [1:0]
    {
        MESI_STATE_INVALID     = 'd0,
        MESI_STATE_MODIFIED    = 'd1,
        MESI_STATE_EXCLUSIVE   = 'd2,
        MESI_STATE_SHARED      = 'd3
    } mesi_state_t;
    typedef enum logic [1:0]
    {
        MESI_REQ_NULL                = 'd0,
        MESI_REQ_HANDLE_WRITE_SHARE  = 'd1,
        MESI_REQ_HANDLE_WRITE_MISS   = 'd2,
        MESI_REQ_HANDLE_READ_MISS    = 'd3
    } mesi_req_t;
    typedef enum logic [1:0]
    {
        MESI_ACT_NULL    = 'd0,
        MESI_ACT_REFILL  = 'd1,
        MESI_ACT_FORWARD = 'd2,
        MESI_ACT_REVOKE  = 'd3
    } mesi_action_t;
endpackage
package dma_axiStream_axi4_pkg_t;
    typedef enum {
        AxSIZE_1B    = 0,
        AxSIZE_2B    = 1,
        AxSIZE_4B    = 2,
        AxSIZE_8B    = 3,
        AxSIZE_16B   = 4,
        AxSIZE_32B   = 5,
        AxSIZE_64B   = 6,
        AxSIZE_128B  = 7
    } axsize_t;
    typedef enum {
        AxBURST_FIXED = 0,
        AxBURST_INCR  = 1,
        AxBURST_WRAP  = 2,
        AxBURST_Rsvd  = 3
    } axburst_t;
    typedef enum {
        xRESP_OKAY   = 0,
        xRESP_EXOKAY = 1,
        xRESP_SLVERR = 2,
        xRESP_DECERR = 3
    } xresp_t;
    typedef enum logic{
        DMA_DIR_AXI_STREAM_TO_AXI4 = 1'b0,
        DMA_DIR_AXI4_TO_AXI_STREAM = 1'b1
    }dma_axis_axi4_dir_t;
    typedef enum logic{
        DMA_DIRECT_MODE   = 1'b0,
        DMA_CIRCULAR_MODE = 1'b1
    }dma_axis_axi4_moder_t;
    typedef enum logic [3 : 0] {
        DMA_AXIS_AXI4_CTRL        = 'h0,
        DMA_AXIS_AXI4_MIN_ADDR    = 'h1,
        DMA_AXIS_AXI4_MAX_ADDR    = 'h2,
        DMA_AXIS_AXI4_DMA_START   = 'h3,
        DMA_AXIS_AXI4_DMA_LEN     = 'h4,
        DMA_AXIS_AXI4_DMA_DIR     = 'h5,
        DMA_AXIS_AXI4_DMA_MODE    = 'h6,
        DMA_AXIS_AXI4_FLUSH_FIFO  = 'h7,
        DMA_AXIS_AXI4_FIFO_STATUS = 'h8,
        DMA_AXIS_AXI4_FIFO_CNT    = 'h9,
        DMA_AXI4_AXIS_FIFO_CNT    = 'hA
    }dma_axis_axi4_regs_t;
endpackage
package mru_pkg;
    typedef enum logic [1:0]
    {
        MESI_STATE_INVALID     = 'd0,
        MESI_STATE_MODIFIED    = 'd1,
        MESI_STATE_EXCLUSIVE   = 'd2,
        MESI_STATE_SHARED      = 'd3
    } mesi_state_t;
    typedef enum logic [1:0]
    {
        MESI_REQ_NULL                = 'd0,
        MESI_REQ_HANDLE_WRITE_SHARE  = 'd1,
        MESI_REQ_HANDLE_WRITE_MISS   = 'd2,
        MESI_REQ_HANDLE_READ_MISS    = 'd3
    } mesi_req_t;
    typedef enum logic [1:0]
    {
        MESI_ACT_NULL    = 'd0,
        MESI_ACT_REFILL  = 'd1,
        MESI_ACT_FORWARD = 'd2,
        MESI_ACT_REVOKE  = 'd3
    } mesi_action_t;
endpackage
module dpram #(
    parameter usr_ram_style = "distributed",
    parameter aw=16,
    parameter dw=8,
    parameter max_size=256,
    parameter rd_lat = 1
) (
	input rd_clk,
	input [aw-1:0] raddr,
	output reg [dw-1:0] dout,
	input wr_clk,
	input we,
	input [dw-1:0] din,
	input [aw-1:0] waddr
);
    generate
        if (usr_ram_style=="ultra" && rd_lat==1) begin
            (* ram_style = "ultra" *)	logic [dw-1:0] RAM [max_size-1:0];
            always @(posedge rd_clk) begin
                dout <= RAM[raddr];
            end
            always @(posedge rd_clk) begin
                if (we) RAM[waddr]<=din;
            end
            // synthesis translate_off
            // synopsys translate_off
            initial begin
                RAM = '{default:'0};
                dout = 0;
            end
            // synopsys translate_on
            // synthesis translate_on
        end
        else if (usr_ram_style=="ultra" && rd_lat==0) begin
            (* ram_style = "ultra" *)	logic [dw-1:0] RAM [max_size-1:0];
            assign dout = RAM[raddr];
            always @(posedge rd_clk) begin
                if (we) RAM[waddr]<=din;
            end
            // synthesis translate_off
            // synopsys translate_off
            initial begin
                RAM = '{default:'0};
            end
            // synopsys translate_on
            // synthesis translate_on
        end
        else if (rd_lat==1) begin
            logic [dw-1:0] RAM [max_size-1:0];
            always @(posedge rd_clk) begin
                dout <= RAM[raddr];
            end
            always @(posedge wr_clk) begin
                if (we) RAM[waddr]<=din;
            end
            // synthesis translate_off
            // synopsys translate_off
            initial begin
                RAM = '{default:'0};
                dout = 0;
            end
            // synopsys translate_on
            // synthesis translate_on
        end
        else begin
            logic [dw-1:0] RAM [max_size-1:0];
            assign dout = RAM[raddr];
            always @(posedge wr_clk) begin
                if (we) RAM[waddr]<=din;
            end
            // synthesis translate_off
            // synopsys translate_off
            initial begin
                RAM = '{default:'0};
            end
            // synopsys translate_on
            // synthesis translate_on
        end
    endgenerate
endmodule
module sync_fifo_v2#(
                      parameter usr_ram_style = "distributed",
                      parameter dw            = 32,
                      parameter aw            = 2,
                      parameter rd_lat        = 1
                  )(
                      input                   clk,
                      input                   rstn,
                      input                   rd_en,
                      output logic [dw-1 : 0] dout,
                      input                   wr_en,
                      input        [dw-1 : 0] din,
                      output logic            full,
                      output logic            almost_full,
                      output logic            empty
                  );
    localparam max_size = 1<<aw;
    logic [aw-1:0]    wr_pointer;
    logic [aw-1:0]    rd_pointer;
    logic [aw :0]     status_count;
    always_ff @(posedge clk or negedge rstn) begin
        if(~rstn)
            wr_pointer <= 0;
        else if (wr_en)
            wr_pointer <= wr_pointer + 1;
    end
    always_ff @(posedge clk or negedge rstn) begin
        if(~rstn)
            rd_pointer <= 0;
        else if (rd_en)
            rd_pointer <= rd_pointer + 1;
     end
    always_ff @(posedge clk or negedge rstn) begin
        if(~rstn)
            status_count <= 0;
        else if(wr_en && !rd_en && ~full)
            status_count <= status_count + 1;
        else if(rd_en && !wr_en && ~empty)
            status_count <= status_count - 1;
    end
   assign full = (status_count == (max_size));
   assign almost_full = (status_count == (max_size-1));
   assign empty = (status_count == 0);
   dpram  #(
                .usr_ram_style  (usr_ram_style),
                .aw             (aw           ),
                .dw             (dw           ),
                .max_size       (max_size     ),
                .rd_lat         (rd_lat       )
   )dpram_u0(
           .rd_clk ( clk                 ),
           .raddr  ( rd_pointer[aw-1:0]  ),
           .dout   ( dout                ),
           .wr_clk ( clk                 ),
           .we     ( wr_en && !full      ),
           .din    ( din                 ),
           .waddr  ( wr_pointer[aw-1:0]  )
       );
endmodule  
==> flow/run.sh <==
#!/bin/bash
# OpenROAD 26Q1-2900-gdf79404cd8, Yosys 0.63+post, stock flow scripts
make -C /OpenROAD-flow-scripts/flow DESIGN_CONFIG=/design/flow/config.mk WORK_HOME=/design/flow/orfs finish
==> flow/config.mk <==
export PLATFORM = sky130hd
export DESIGN_NAME = sync_fifo_v2
export DESIGN_NICKNAME = sync_fifo_v2
export VERILOG_FILES = /design/flow/design.v
export SDC_FILE = /design/flow/constraint.sdc
export NUM_CORES = 4
export LEC_CHECK = 1
export CORE_UTILIZATION = 40
==> flow/constraint.sdc <==
current_design sync_fifo_v2

set clk_period 5.1
set clk_io_pct 0.2

create_clock -name clk0 -period $clk_period [get_ports {clk}]

set non_clock_inputs [all_inputs -no_clocks]
set_input_delay [expr $clk_period * $clk_io_pct] -clock clk0 $non_clock_inputs
set_output_delay [expr $clk_period * $clk_io_pct] -clock clk0 [all_outputs]
==> reports/summary.txt <==
Tool warnings: 28
Worst EP required: 4.08 ns
First-pass GRT wire length: 14.45 mm
Sum Neg Setup Slack: 0 ns
Die W: 122.3 um
Cell Pwr Density: 562.1 nW/um^2
P_leak: 2.448 nW
FF-to-FF setup slack: 3.25 ns
Clock Skew: 0.007560 ns
# fillers: 1126
Pre-CTS WS: 2.020 ns
CP max FO: 6
Final core utilization: 51.24%
Post-Synthesis Cell Area: 5784 sq um
Setup slack after layout: 2.227 ns
RSZ-0062 raised after global routing: no
Final hold vios: 0
Hold crit path type: reg2reg
Hold Path Depth: 1
Synth Seq Share: 80.55%
Synth Warn #: 3
Tcrit/Tclk final: 56.33%
Total routed wirelength: 9.063 mm
R2R Path End: dpram_u0.dout[31]$_DFF_P_
Vias: 2573
Final Max Slew Viols: 0
CP cell instances: nor2_1 -> nand2_1 -> inv_1 -> clkdlybuf4s50_1
Drt drc: 0
Via density per instance: 4.882
Layout cells sized above 1: 18.73%
Gr usage total: 14.37%
Comb pwr share: 23.7%
Num CTS Buffers: 17
Routability cong.: 0.8050
Starting DRT DRC Count: 287
Cells after Synth: 250
# setup viols final: 0
# hold bufs at CTS: 0
PostCTS Resize Cnt: 0
Die area: 14950 sq um
Status: finished, final reports clean
DPL Wire Length: 5.307 mm
Number of global-route vias before repair: 2870
Antenna-violating nets left: 0
CP Capture Type: output port
Critical path startpoint: status_count[0]$_DFFE_PN0P_
Total global routing overflow: 0
CTS Buffer Depth: 2
Antenna Cells: 0
Setup bufs post-CTS: 0
Ports: 71
RR Startpoint: rd_pointer[0]$_DFFE_PN0P_
Cells on worst reg2reg path: 2
Sequential power share: 49.1%
Drt pass-1 iters: 4
Initial antenna violation count: 0
Root Driver: clkbuf_16
Overall power: 0.004029 W
Clk sink count: 167
Int Power: 0.003063 W
Worst Setup Path Type: reg2out
DR WL/cell: 17.20 um
Die Y: 122.3 um
Row cnt: 43
Critical path launch point type: flip-flop
Slowest stage delay, CP: 0.46 ns
CP max stage cell: clkdlybuf4s50_1
Switching Fraction: 23.98%
Top cells, area: edfxtp_1 66%, dfxtp_1 11%, mux4_2 11%
H-tree levels: 4
Hold WS: 0.5339 ns
Max Freq: 348.1 MHz
I/O Buffers: 70
Arr. time, crit path: 1.85 ns
Starting Density: 41.35%
#FFs+latches synth: 167
Worst slew margin: 65.82%
Slew @ Worst Pin: 0.5126 ns
Largest net degree at the start of global routing: 34
Worst Setup EP: full
Biggest area consumer among synthesized cells: edfxtp_1
Worst skew pair latency: 0.41 ns
Min Clock Period, post-route: 2.873 ns
Distinct lib cells: 30
Highest ir drop seen on vdd: 0.0002701 V
CTS tree: built
Clk pwr share: 27.2%
Dominant cell area share: 66.45%
Clock transition at path regs: 0.06 ns
Chip area in the Yosys report: 5784 sq um
Syn Area/Cell: 23.14 sq um
Yosys Instances: 250
Psw: 0.0009662 W
Core footprint: 13990 sq um
Max-Cap Viols: 0
Area Growth Syn to Fin: 23.92%
registers in the layout (all words and copies together), names as in the netlist:
signal	count
dpram_u0.dout	32
dpram_u0.genblk1.genblk1.genblk1.RAM	128
rd_pointer	2
status_count	3
wr_pointer	2
cells by family (layout without fill, tap and decap cells):
group,Yosys count,in the layout,share of synthesized area (%)
mux,33,33,12.89
fa+ha+maj,5,5,1.211
compound gates,9,9,1.082
simple gates,16,16,1.428
buf+inv,15,112,2.076
xor+xnor,5,5,0.7572
flops,167,167,80.55
power groups by stage:
stage / combinational [W] / clock (W) / sequential [W]
5_1_grt: 0.00107 / 0.00118 / 0.00202
4_1_cts: 0.000986 / 0.00113 / 0.00199
6_report: 0.000957 / 0.00110 / 0.00198
layout by cell type, fill, tap and decap left out, drive strengths merged, types with 2 or more instances in the layout:
cell type      synthesis  layout
edfxtp               128     128
clkdlybuf4s50          0      70
dfxtp                 32      32
mux4                  32      32
clkbuf                 2      24
dfrtp                  7       7
buf                    9       6
clkinv                 0       6
nand2                  5       5
inv                    4       5
and3                   4       4
ha                     4       4
xor2                   3       3
nor2                   2       2
nor2b                  2       2
xnor2                  2       2
a21oi                  2       2
a211oi                 2       2
worst min path at each step:
stage                                                                 start  slack (ns)                         to
after global routing  dpram_u0.genblk1.genblk1.genblk1.RAM[3][18]$_DFFE_PP_        0.56  dpram_u0.dout[18]$_DFF_P_
after CTS                                         wr_pointer[0]$_DFFE_PN0P_        0.54  wr_pointer[0]$_DFFE_PN0P_
final                                             wr_pointer[0]$_DFFE_PN0P_        0.53  wr_pointer[0]$_DFFE_PN0P_
worst max-delay path: cells and delay by family (launching register included):
kind                   cells  cell delay [ns]
buffers and inverters      2             0.55
flip-flops                 1             0.44
AND/OR/NAND/NOR            2             0.45
layer usage:
layer,GRT usage (%),part of all wire (%)
met1,21.81,41
met2,20.37,47
met3,8.254,11
met4,2.134,1.2
met5,0,0
through the flow:
stage,cell area (sq um),instances
3_3_place_gp,6658,495
4_1_cts,7168,527
2_1_floorplan,5784,250
6_report,7168,527
5_1_grt,7168,527
3_5_place_dp,6658,495
synth_stat cells, drive strengths merged:
cell type	n
and3	4
xor2	3
o21a	1
o211a	1
inv	4
o21ai	1
edfxtp	128
dfrtp	7
clkbuf	2
fa	1
a21oi	2
dfxtp	32
o22ai	1
a221oi	1
xnor2	2
mux4	32
buf	9
nand2	5
nor2b	2
nor3	1
mux2i	1
ha	4
nand3b	1
nand2b	1
nor2	2
a211oi	2
cell type report:
cell class                      count  area [sq um]  area share (%)
Tap cell                          180         225.2           3.142
Timing Repair Buffer               76         745.7           10.40
Clock inverter                      8         48.80          0.6807
Clock buffer                       24         461.7           6.441
Inverter                            4         15.01          0.2095
Sequential cell                   167          4662           65.04
Multi-Input combinational cell     68          1010           14.09
Power figures rest on the tool's default switching activity, not on a simulated workload.
