==> /design/flow/design.v <==
package coherence_cache_pkg;
    localparam INVALID        = 0;    
    localparam EXCLUSIVE      = 1;    
    localparam MODIFIED       = 2;    
    localparam SHARED         = 3;    
    localparam FORWARD        = 4;    
    parameter PROC_OP_BITS    = 1;
    parameter PR_RD           = 0;
    parameter PR_WR           = 1;
    parameter BUS_OP_BITS     = 2;
    parameter BUS_RD          = 0;
    parameter BUS_RDX         = 1;
    parameter BUS_UPGR        = 2;
    parameter BUS_NOP         = 3;
    parameter BUS_RESP_BITS   = 3;
    parameter LINE_EXIST_BIT  = 0;
    parameter FLUSH_OPT_BIT   = 1;
    parameter FLUSH_BIT       = 2;
    parameter LINE_EXIST      = (1 << LINE_EXIST_BIT);
    parameter FLUSH_OPT       = (1 << LINE_EXIST_BIT) | (1 << FLUSH_OPT_BIT);
    parameter FLUSH           = (1 << LINE_EXIST_BIT) | (1 << FLUSH_BIT);
endpackage : coherence_cache_pkg
package cacheIf_axi4_pkg;
    typedef enum {
        AxSIZE_1B    = 0,
        AxSIZE_2B    = 1,
        AxSIZE_4B    = 2,
        AxSIZE_8B    = 3,
        AxSIZE_16B   = 4,
        AxSIZE_32B   = 5,
        AxSIZE_64B   = 6,
        AxSIZE_128B  = 7
    } axsize_t;
    typedef enum {
        AxBURST_FIXED = 0,
        AxBURST_INCR  = 1,
        AxBURST_WRAP  = 2,
        AxBURST_Rsvd  = 3
    } axburst_t;
    typedef enum {
        xRESP_OKAY   = 0,
        xRESP_EXOKAY = 1,
        xRESP_SLVERR = 2,
        xRESP_DECERR = 3
    } xresp_t;
endpackage
package cyclicCache_pkg;
    typedef enum logic [1:0]
    {
        MESI_STATE_INVALID     = 'd0,
        MESI_STATE_MODIFIED    = 'd1,
        MESI_STATE_EXCLUSIVE   = 'd2,
        MESI_STATE_SHARED      = 'd3
    } mesi_state_t;
    typedef enum logic [1:0]
    {
        MESI_REQ_NULL                = 'd0,
        MESI_REQ_HANDLE_WRITE_SHARE  = 'd1,
        MESI_REQ_HANDLE_WRITE_MISS   = 'd2,
        MESI_REQ_HANDLE_READ_MISS    = 'd3
    } mesi_req_t;
    typedef enum logic [1:0]
    {
        MESI_ACT_NULL    = 'd0,
        MESI_ACT_REFILL  = 'd1,
        MESI_ACT_FORWARD = 'd2,
        MESI_ACT_REVOKE  = 'd3
    } mesi_action_t;
endpackage
package dma_axiStream_axi4_pkg_t;
    typedef enum {
        AxSIZE_1B    = 0,
        AxSIZE_2B    = 1,
        AxSIZE_4B    = 2,
        AxSIZE_8B    = 3,
        AxSIZE_16B   = 4,
        AxSIZE_32B   = 5,
        AxSIZE_64B   = 6,
        AxSIZE_128B  = 7
    } axsize_t;
    typedef enum {
        AxBURST_FIXED = 0,
        AxBURST_INCR  = 1,
        AxBURST_WRAP  = 2,
        AxBURST_Rsvd  = 3
    } axburst_t;
    typedef enum {
        xRESP_OKAY   = 0,
        xRESP_EXOKAY = 1,
        xRESP_SLVERR = 2,
        xRESP_DECERR = 3
    } xresp_t;
    typedef enum logic{
        DMA_DIR_AXI_STREAM_TO_AXI4 = 1'b0,
        DMA_DIR_AXI4_TO_AXI_STREAM = 1'b1
    }dma_axis_axi4_dir_t;
    typedef enum logic{
        DMA_DIRECT_MODE   = 1'b0,
        DMA_CIRCULAR_MODE = 1'b1
    }dma_axis_axi4_moder_t;
    typedef enum logic [3 : 0] {
        DMA_AXIS_AXI4_CTRL        = 'h0,
        DMA_AXIS_AXI4_MIN_ADDR    = 'h1,
        DMA_AXIS_AXI4_MAX_ADDR    = 'h2,
        DMA_AXIS_AXI4_DMA_START   = 'h3,
        DMA_AXIS_AXI4_DMA_LEN     = 'h4,
        DMA_AXIS_AXI4_DMA_DIR     = 'h5,
        DMA_AXIS_AXI4_DMA_MODE    = 'h6,
        DMA_AXIS_AXI4_FLUSH_FIFO  = 'h7,
        DMA_AXIS_AXI4_FIFO_STATUS = 'h8,
        DMA_AXIS_AXI4_FIFO_CNT    = 'h9,
        DMA_AXI4_AXIS_FIFO_CNT    = 'hA
    }dma_axis_axi4_regs_t;
endpackage
package mru_pkg;
    typedef enum logic [1:0]
    {
        MESI_STATE_INVALID     = 'd0,
        MESI_STATE_MODIFIED    = 'd1,
        MESI_STATE_EXCLUSIVE   = 'd2,
        MESI_STATE_SHARED      = 'd3
    } mesi_state_t;
    typedef enum logic [1:0]
    {
        MESI_REQ_NULL                = 'd0,
        MESI_REQ_HANDLE_WRITE_SHARE  = 'd1,
        MESI_REQ_HANDLE_WRITE_MISS   = 'd2,
        MESI_REQ_HANDLE_READ_MISS    = 'd3
    } mesi_req_t;
    typedef enum logic [1:0]
    {
        MESI_ACT_NULL    = 'd0,
        MESI_ACT_REFILL  = 'd1,
        MESI_ACT_FORWARD = 'd2,
        MESI_ACT_REVOKE  = 'd3
    } mesi_action_t;
endpackage
module dpram #(
    parameter usr_ram_style = "distributed",
    parameter aw=16,
    parameter dw=8,
    parameter max_size=256,
    parameter rd_lat = 1
) (
	input rd_clk,
	input [aw-1:0] raddr,
	output reg [dw-1:0] dout,
	input wr_clk,
	input we,
	input [dw-1:0] din,
	input [aw-1:0] waddr
);
    generate
        if (usr_ram_style=="ultra" && rd_lat==1) begin
            (* ram_style = "ultra" *)	logic [dw-1:0] RAM [max_size-1:0];
            always @(posedge rd_clk) begin
                dout <= RAM[raddr];
            end
            always @(posedge rd_clk) begin
                if (we) RAM[waddr]<=din;
            end
            // synthesis translate_off
            // synopsys translate_off
            initial begin
                RAM = '{default:'0};
                dout = 0;
            end
            // synopsys translate_on
            // synthesis translate_on
        end
        else if (usr_ram_style=="ultra" && rd_lat==0) begin
            (* ram_style = "ultra" *)	logic [dw-1:0] RAM [max_size-1:0];
            assign dout = RAM[raddr];
            always @(posedge rd_clk) begin
                if (we) RAM[waddr]<=din;
            end
            // synthesis translate_off
            // synopsys translate_off
            initial begin
                RAM = '{default:'0};
            end
            // synopsys translate_on
            // synthesis translate_on
        end
        else if (rd_lat==1) begin
            logic [dw-1:0] RAM [max_size-1:0];
            always @(posedge rd_clk) begin
                dout <= RAM[raddr];
            end
            always @(posedge wr_clk) begin
                if (we) RAM[waddr]<=din;
            end
            // synthesis translate_off
            // synopsys translate_off
            initial begin
                RAM = '{default:'0};
                dout = 0;
            end
            // synopsys translate_on
            // synthesis translate_on
        end
        else begin
            logic [dw-1:0] RAM [max_size-1:0];
            assign dout = RAM[raddr];
            always @(posedge wr_clk) begin
                if (we) RAM[waddr]<=din;
            end
            // synthesis translate_off
            // synopsys translate_off
            initial begin
                RAM = '{default:'0};
            end
            // synopsys translate_on
            // synthesis translate_on
        end
    endgenerate
endmodule
module fifo_with_bypass #(
    parameter D = 8,
    parameter WIDTH = 8
) (
    input                       clk,
    input                       rstn,
    input                       push,
    input                       pop,
    input           [WIDTH-1:0] din,
    output logic    [WIDTH-1:0] rdat_r,
    output logic                full,
    output logic                empty
);
    localparam int LOG_D = $clog2(D);
    logic               mem_we;
    logic [WIDTH-1:0]   mem_dout;
    logic [LOG_D-1:0]   wr_ptr;  
    logic [LOG_D-1:0]   rd_ptr;  
    logic [LOG_D:0]     count;  
    logic               memEmpty, memEmpty_w;
    logic               rdat_vld_r;
    always @(posedge clk or negedge rstn) begin
        if (!rstn) begin
            wr_ptr <= 0;
            rd_ptr <= 0;
            count <= 0;
            rdat_r <= 0;
            rdat_vld_r <= 0;
            memEmpty <= 1;
        end
        else begin
            if (push) begin
                if(~empty) begin
                    wr_ptr <= wr_ptr + 1;
                end
                else begin
                    rdat_r <= din;
                    rdat_vld_r <= 1;
                end
            end
            if (pop) begin
                if (~memEmpty && ~rdat_vld_r) begin
                    rdat_r <= mem_dout;  
                    rd_ptr <= (rd_ptr + 1);
                end
                else begin
                    rdat_vld_r <= 0;
                end
            end
            else if (~memEmpty && ~rdat_vld_r) begin  
                rdat_r <= mem_dout;
                rd_ptr <= (rd_ptr + 1);
                rdat_vld_r <= 1;
            end
            if (push && ~pop) begin
                count <= count + 1;  
            end
            else if (~push && pop) begin
                count <= count - 1;  
            end
            memEmpty <= memEmpty_w;
        end
    end
    always_comb begin
        full = (count==D+1);
        empty = (count==0);
        mem_we = push && ~empty;
        memEmpty_w = memEmpty;
        if (mem_we) begin
            memEmpty_w = 0;
        end
        else if (count<2) begin
            memEmpty_w = 1;
        end
    end
    dpram #(
        .usr_ram_style ("distributed"),
        .aw            (LOG_D),
        .dw            (WIDTH),
        .max_size      (D),
        .rd_lat        (0)
    ) mem (
        .rd_clk     (clk),
        .raddr      (rd_ptr),
        .dout       (mem_dout),
        .wr_clk     (clk),
        .we         (mem_we),
        .din        (din),
        .waddr      (wr_ptr)
    );
endmodule
==> /design/flow/run.sh <==
#!/bin/bash
# OpenROAD 26Q1-2900-gdf79404cd8, Yosys 0.63+post, stock flow scripts
make -C /OpenROAD-flow-scripts/flow DESIGN_CONFIG=/design/flow/config.mk WORK_HOME=/design/flow/orfs finish
==> /design/flow/config.mk <==
export PLATFORM = sky130hd
export DESIGN_NAME = fifo_with_bypass
export DESIGN_NICKNAME = fifo_with_bypass
export VERILOG_FILES = /design/flow/design.v
export SDC_FILE = /design/flow/constraint.sdc
export NUM_CORES = 4
export LEC_CHECK = 1
export CORE_UTILIZATION = 30
==> /design/flow/constraint.sdc <==
current_design fifo_with_bypass

set clk_period 3.1
set clk_io_pct 0.2

create_clock -name clk0 -period $clk_period [get_ports {clk}]

set non_clock_inputs [all_inputs -no_clocks]
set_input_delay [expr $clk_period * $clk_io_pct] -clock clk0 $non_clock_inputs
set_output_delay [expr $clk_period * $clk_io_pct] -clock clk0 [all_outputs]
==> results.ini <==
[final_timing]
fin_setup_tns_ns = 0
slew_headroom_pct = 51.1
min_period_ns = 2.39
rsz0062_at_grt = false
fin_crit_sh_pct = 77.1
fin_skew_ns = 0.00478
hold_viol = 0
setup_viol = 0
worst_pin_slew_ns = 0.731
max_freq_mhz = 418
hold-worst-slack_ns = 0.497
report.final.slew_viol_count = 0

[clock_tree]
cts_sinks = 84
cts_tree = yes
cts_max_level = 3
path_clk_slew_ns = 0.06
clock_path_buffers = 2
cts_made_buffers = 9
cts_root_buf = clkbuf_16
postCtsHoldBufs = 0
post_cts_buffers = 0
cts_resized = 0
clock.latency.late_pin_ns = 0.32

[run]
warnings = 25
max_cap_violations = 0

[global_routing]
antenna_found_initial = 0
grt_pass1_vias = 2053
grt_overflow = 0
groute.usage.overall_pct = 12.6
grt_max_degree = 25
grt_pass1_wl_um = 10600

[pwr]
switchingPower_mw = 1.21
ir_drop_v = 0.000357
combPwrFrac_pct = 29.8
power.density_mw_per_mm2 = 935
swShare_pct = 30.3
internal_power_mw = 2.78
leakage_nw = 1.62
power_mw = 3.98
clkPwrFrac_pct = 27.8
p_seq_share_pct = 42.4

[outcome]
status = finished, final reports clean

[placed_design]
place_hpwl_um = 4280
place_congestion = 0.801
dpl-instance-area_mm2 = 0.00395
port_buffers = 21

[die]
ioPinCount = 22
die_area_mm2 = 0.0121
num_rows = 38
core_area_mm2 = 0.0111
die_h_um = 110
dieWidth_um = 110
initial_core_util_pct = 31.5

[route]
drtIter0Drc = 63
detail_route.wl_per_cell_um = 15.9
antenna-diode-count = 0
routed_via_density = 4.76
finalWirelength_um = 6500
drc = 0
drtAntennaViolNets = 0
dr.pass1.iters = 4
vias = 1948

[finish]
lay_top_count = edfxtp_1
drive_above_1_share_pct = 13.8
fill_cells = 1008
post-route-util_pct = 38.5
stdcell_area_mm2 = 0.00426
area_growth_syn_to_layout_pct = 22.3
mostFrequentLayoutCells = edfxtp_1 (64), mux2i_1 (41), clkdlybuf4s50_1 (21)

[min_path]
min_from = wr_ptr[2]
hp-class = reg -> reg

[logic_synthesis]
synth_cell_types = 30
ys_cells = 226
ys_area_mm2 = 0.00349
edf_count = 64
async_flop_share_pct = 23.8
synth_cells = 226
yosys_warnings = 4
ys_ff = 84
syn_area_mm2 = 0.00349
ys_seq_share_pct = 69.5
synth_area_per_cell_um2 = 15.4
synthFlopType = edfxtp_1

[setup_path]
rr_startpoint = count[0]
crit_start = push
worstSetupPathType = in -> reg
arrival_ns = 2.58
end_kind = register
start_kind = input pin
crit_fanout = 5
required_ns = 3.29

[critical path: stages]
cell,delay (ns)
clkdlybuf4s50_1,0.56
ha_1,0.26
inv_1,0.13
ha_1,0.28
a21o_1,0.20
a2111oi_0,0.39
o31ai_1,0.13
[sequential cells by signal, summed over array words and instances, names as in the netlist]
register,cells
mem.genblk1.genblk1.genblk1.RAM,64
rdat_r,8
count,4
rd_ptr,3
wr_ptr,3
memEmpty,1
rdat_vld_r,1
[layer usage]
layer	GRT usage, %	vias up	share of wire, %
li1	-	942	-
met1	18.7	946	44
met2	19.3	54	48
met3	3.63	6	6.2
met4	2.86	0	1.2
met5	0	-	0
[power groups by stage]
| stage | logic (mW) | registers [mW] | clock network, mW |
|---|---|---|---|
| after CTS | 1.20 | 1.69 | 1.13 |
| after global routing | 1.32 | 1.73 | 1.18 |
| final | 1.19 | 1.69 | 1.11 |
[worst paths after layout]
check                                                              to  slack [ns]  cells past startpoint
worst max-delay path                                         count[3]        0.71                      7
worst min-delay path                                        wr_ptr[2]        0.50                      1
worst max register to register  mem.genblk1.genblk1.genblk1.RAM[5][2]        1.29                      6
worst min register to register                              wr_ptr[2]        0.50                      1
max in group asynchronous                                    memEmpty        2.17                      2
min in group asynchronous                                    count[0]        0.65                      2
[metrics by stage]
stage / std cells / worst slack (ns)
after floorplan: 226 / 1.01
after global placement: 393 / 0.426
after detailed placement: 393 / 0.388
after CTS: 409 / 0.702
after global routing: 409 / 0.577
final: 409 / 0.710
[layout make-up]
cell class | instances | area, um^2 | area share, %
multi-input combinational | 131 | 1020 | 23.8
clock inverter | 6 | 87.6 | 2.05
sequential | 84 | 2420 | 56.9
timing repair buffer | 36 | 323 | 7.57
inverter | 2 | 7.51 | 0.176
clock buffer | 10 | 229 | 5.37
tap | 140 | 175 | 4.11
[synth_stat cells (2+ instances only)]
master	instances	area share, %
edfxtp_1	64	55
inv_1	2	0.22
o21ai_0	10	1.4
nand2b_1	3	0.54
a22oi_1	16	3.4
mux2i_1	41	12
dfrtp_1	19	14
nor3_1	7	1.0
clkbuf_1	3	0.32
buf_1	2	0.22
xor2_1	2	0.50
ha_1	5	1.8
nor2b_1	3	0.54
nand3_1	8	1.1
nand2_1	8	0.86
nor2_1	10	1.1
xnor2_1	4	1.0
mux2_2	3	0.97
a21oi_1	2	0.29
buf_2	4	0.57
[logic make-up (layout without fill, tap and decap cells)]
logic type      Yosys count  after routing  share of synthesized area, %
flops                    84             84                          69.5
mux                      44             44                          12.7
simple gates             42             42                          6.28
compound gates           33             33                          6.25
buf+inv                  11             54                          1.33
fa+ha+maj                 6              6                          2.37
xor+xnor                  6              6                          1.51
