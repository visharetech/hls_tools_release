<file path="flow/design.v">
package coherence_cache_pkg;
    localparam INVALID        = 0;    
    localparam EXCLUSIVE      = 1;    
    localparam MODIFIED       = 2;    
    localparam SHARED         = 3;    
    localparam FORWARD        = 4;    
    parameter PROC_OP_BITS    = 1;
    parameter PR_RD           = 0;
    parameter PR_WR           = 1;
    parameter BUS_OP_BITS     = 2;
    parameter BUS_RD          = 0;
    parameter BUS_RDX         = 1;
    parameter BUS_UPGR        = 2;
    parameter BUS_NOP         = 3;
    parameter BUS_RESP_BITS   = 3;
    parameter LINE_EXIST_BIT  = 0;
    parameter FLUSH_OPT_BIT   = 1;
    parameter FLUSH_BIT       = 2;
    parameter LINE_EXIST      = (1 << LINE_EXIST_BIT);
    parameter FLUSH_OPT       = (1 << LINE_EXIST_BIT) | (1 << FLUSH_OPT_BIT);
    parameter FLUSH           = (1 << LINE_EXIST_BIT) | (1 << FLUSH_BIT);
endpackage : coherence_cache_pkg
package cacheIf_axi4_pkg;
    typedef enum {
        AxSIZE_1B    = 0,
        AxSIZE_2B    = 1,
        AxSIZE_4B    = 2,
        AxSIZE_8B    = 3,
        AxSIZE_16B   = 4,
        AxSIZE_32B   = 5,
        AxSIZE_64B   = 6,
        AxSIZE_128B  = 7
    } axsize_t;
    typedef enum {
        AxBURST_FIXED = 0,
        AxBURST_INCR  = 1,
        AxBURST_WRAP  = 2,
        AxBURST_Rsvd  = 3
    } axburst_t;
    typedef enum {
        xRESP_OKAY   = 0,
        xRESP_EXOKAY = 1,
        xRESP_SLVERR = 2,
        xRESP_DECERR = 3
    } xresp_t;
endpackage
package cyclicCache_pkg;
    typedef enum logic [1:0]
    {
        MESI_STATE_INVALID     = 'd0,
        MESI_STATE_MODIFIED    = 'd1,
        MESI_STATE_EXCLUSIVE   = 'd2,
        MESI_STATE_SHARED      = 'd3
    } mesi_state_t;
    typedef enum logic [1:0]
    {
        MESI_REQ_NULL                = 'd0,
        MESI_REQ_HANDLE_WRITE_SHARE  = 'd1,
        MESI_REQ_HANDLE_WRITE_MISS   = 'd2,
        MESI_REQ_HANDLE_READ_MISS    = 'd3
    } mesi_req_t;
    typedef enum logic [1:0]
    {
        MESI_ACT_NULL    = 'd0,
        MESI_ACT_REFILL  = 'd1,
        MESI_ACT_FORWARD = 'd2,
        MESI_ACT_REVOKE  = 'd3
    } mesi_action_t;
endpackage
package dma_axiStream_axi4_pkg_t;
    typedef enum {
        AxSIZE_1B    = 0,
        AxSIZE_2B    = 1,
        AxSIZE_4B    = 2,
        AxSIZE_8B    = 3,
        AxSIZE_16B   = 4,
        AxSIZE_32B   = 5,
        AxSIZE_64B   = 6,
        AxSIZE_128B  = 7
    } axsize_t;
    typedef enum {
        AxBURST_FIXED = 0,
        AxBURST_INCR  = 1,
        AxBURST_WRAP  = 2,
        AxBURST_Rsvd  = 3
    } axburst_t;
    typedef enum {
        xRESP_OKAY   = 0,
        xRESP_EXOKAY = 1,
        xRESP_SLVERR = 2,
        xRESP_DECERR = 3
    } xresp_t;
    typedef enum logic{
        DMA_DIR_AXI_STREAM_TO_AXI4 = 1'b0,
        DMA_DIR_AXI4_TO_AXI_STREAM = 1'b1
    }dma_axis_axi4_dir_t;
    typedef enum logic{
        DMA_DIRECT_MODE   = 1'b0,
        DMA_CIRCULAR_MODE = 1'b1
    }dma_axis_axi4_moder_t;
    typedef enum logic [3 : 0] {
        DMA_AXIS_AXI4_CTRL        = 'h0,
        DMA_AXIS_AXI4_MIN_ADDR    = 'h1,
        DMA_AXIS_AXI4_MAX_ADDR    = 'h2,
        DMA_AXIS_AXI4_DMA_START   = 'h3,
        DMA_AXIS_AXI4_DMA_LEN     = 'h4,
        DMA_AXIS_AXI4_DMA_DIR     = 'h5,
        DMA_AXIS_AXI4_DMA_MODE    = 'h6,
        DMA_AXIS_AXI4_FLUSH_FIFO  = 'h7,
        DMA_AXIS_AXI4_FIFO_STATUS = 'h8,
        DMA_AXIS_AXI4_FIFO_CNT    = 'h9,
        DMA_AXI4_AXIS_FIFO_CNT    = 'hA
    }dma_axis_axi4_regs_t;
endpackage
package mru_pkg;
    typedef enum logic [1:0]
    {
        MESI_STATE_INVALID     = 'd0,
        MESI_STATE_MODIFIED    = 'd1,
        MESI_STATE_EXCLUSIVE   = 'd2,
        MESI_STATE_SHARED      = 'd3
    } mesi_state_t;
    typedef enum logic [1:0]
    {
        MESI_REQ_NULL                = 'd0,
        MESI_REQ_HANDLE_WRITE_SHARE  = 'd1,
        MESI_REQ_HANDLE_WRITE_MISS   = 'd2,
        MESI_REQ_HANDLE_READ_MISS    = 'd3
    } mesi_req_t;
    typedef enum logic [1:0]
    {
        MESI_ACT_NULL    = 'd0,
        MESI_ACT_REFILL  = 'd1,
        MESI_ACT_FORWARD = 'd2,
        MESI_ACT_REVOKE  = 'd3
    } mesi_action_t;
endpackage
module innerloop # (
	parameter LEN_DWIDTH = 32,
	parameter INC_DWIDTH = 16, 	 
    parameter ENABLE_PIPELINE = 1,
	localparam CMD_LOOP_INIT_BITS  = LEN_DWIDTH, 
	localparam CMD_LOOP_LEN_BITS   = LEN_DWIDTH,
	localparam CMD_LOOP_INC_BITS   = INC_DWIDTH + 3
)
(
	input 							clk,
	input 							rstn,
	input 							cmd_start,
	input [CMD_LOOP_INIT_BITS-1:0]	cmd_loop_init_i,
	input [CMD_LOOP_LEN_BITS-1:0]	cmd_loop_len_i,
	input [CMD_LOOP_INC_BITS-1:0]	cmd_loop_inc_i,
	output logic 					cmd_loop_idle_o,
	output logic 					cmd_loop_done_o,
	output logic					ap_start,
	input   						ap_done,
	input  	 						ap_idle,
	input   						ap_ready,
	input 							ap_return,
	output logic [LEN_DWIDTH-1:0]	ap_idx
);
logic 					cmd_start_r;  
logic [LEN_DWIDTH-1:0]	cmd_loopInit, cmd_loopInit_r;
logic [LEN_DWIDTH-1:0]	cmd_loopLen, cmd_loopLen_r;
logic [INC_DWIDTH-1:0]	cmd_loopInc, cmd_loopInc_r;
logic 					cmd_loopBreak_en, cmd_loopBreak_en_r;
logic 					cmd_loopIdx_ascend, cmd_loopIdx_ascend_r;
logic 					cmd_loopStart, cmd_loopStart_r;
logic 					cmd_loop_done;
logic 					running, running_r;
logic [LEN_DWIDTH-1:0]	loopCnt;
logic [LEN_DWIDTH-1:0]	loopCnt_r;
logic 					break0;
logic 					break1;
always @ (posedge clk or negedge rstn) begin
	if (~rstn) begin
		cmd_loopInit_r <= 0;
		cmd_loopLen_r <= 0;
		{cmd_loopInc_r, cmd_loopIdx_ascend_r, cmd_loopBreak_en_r, cmd_loopStart_r} <= 0; 
	end
	else begin
		cmd_loopInit_r <= cmd_loopInit;
		cmd_loopLen_r <= cmd_loopLen;
		{cmd_loopInc_r, cmd_loopIdx_ascend_r, cmd_loopBreak_en_r, cmd_loopStart_r} <= {cmd_loopInc, cmd_loopIdx_ascend, cmd_loopBreak_en, cmd_loopStart}; 
	end
end
always_comb begin 
	cmd_loopInit = cmd_loopInit_r;
	cmd_loopLen  = cmd_loopLen_r;
	{cmd_loopInc, cmd_loopIdx_ascend, cmd_loopBreak_en, cmd_loopStart} = {cmd_loopInc_r, cmd_loopIdx_ascend_r, cmd_loopBreak_en_r, cmd_loopStart_r};
	if (cmd_start) begin 
		cmd_loopInit = cmd_loop_init_i;
		cmd_loopLen  = cmd_loop_len_i -1;
		{cmd_loopInc, cmd_loopIdx_ascend, cmd_loopBreak_en, cmd_loopStart} = cmd_loop_inc_i;
	end 
	if (cmd_loop_done) begin
		cmd_loopStart = 0;
   		cmd_loopLen	  = -1;
	end
    cmd_loop_idle_o	= ~cmd_loopStart_r;
end 
always @ (posedge clk or negedge rstn) begin
	if (~rstn) begin
		running_r		<= 0;
		loopCnt_r		<= 0;
	end
	else begin
		running_r		<= running;
		loopCnt_r		<= (cmd_start) ? cmd_loopInit : loopCnt;
	end
end
always_comb begin
	running = running_r;
	loopCnt = loopCnt_r;
	if (ENABLE_PIPELINE) begin  
		ap_start = ~running_r & cmd_loopStart_r;
		if (ap_start & ap_ready) begin
			running = 1;
			loopCnt = loopCnt_r + cmd_loopInc_r;
			if (cmd_loop_done) begin
				loopCnt = 0;
			end
		end
		if (running & ap_ready) begin
			running = 0;
		end
	end 
	else begin  
		ap_start = ~running_r & cmd_loopStart_r;
		running = 1 & cmd_loopStart_r;
		if (ap_done) begin
			running = 0;
			loopCnt = loopCnt_r + cmd_loopInc_r;
			if (cmd_loop_done) begin
				loopCnt = 0;
			end
		end
	end 
	ap_idx = (cmd_loopIdx_ascend) ? loopCnt_r : (cmd_loopLen_r - loopCnt_r);
end
assign break0 = (loopCnt_r == cmd_loopLen_r);
assign break1 = (cmd_loopBreak_en & ap_done & ap_return);
assign cmd_loop_done =  break0 | break1;
assign cmd_loop_done_o = cmd_loop_done & ~cmd_loop_idle_o;
endmodule
</file>
<file path="flow/run.sh">
#!/bin/bash
# OpenROAD 26Q1-2900-gdf79404cd8, Yosys 0.63+post, stock flow scripts
make -C /OpenROAD-flow-scripts/flow DESIGN_CONFIG=/design/flow/config.mk WORK_HOME=/design/flow/orfs finish
</file>
<file path="flow/config.mk">
export PLATFORM = sky130hd
export DESIGN_NAME = innerloop
export DESIGN_NICKNAME = innerloop
export VERILOG_FILES = /design/flow/design.v
export SDC_FILE = /design/flow/constraint.sdc
export NUM_CORES = 4
export LEC_CHECK = 1
export CORE_UTILIZATION = 50
</file>
<file path="flow/constraint.sdc">
current_design innerloop

set clk_period 11.2
set clk_io_pct 0.2

create_clock -name clk0 -period $clk_period [get_ports {clk}]

set non_clock_inputs [all_inputs -no_clocks]
set_input_delay [expr $clk_period * $clk_io_pct] -clock clk0 $non_clock_inputs
set_output_delay [expr $clk_period * $clk_io_pct] -clock clk0 [all_outputs]
</file>
==> results.sh <==
# flow metrics
export IMPL_syn_area_mm2=0.00708
export IMPL_synth_flops=84
export IMPL_io_buffers=123
export IMPL_netlist_instances=869
export IMPL_post_cts_setup_buffers=0
export IMPL_drive_gt1_frac=0.0597
export IMPL_ys_flop_type="dfrtp_1"
export IMPL_maxCapViolCount=0
export IMPL_cts_tree="done"
export IMPL_grt_usage=0.293
export IMPL_cts_buffers=9
export IMPL_fp_util=0.512
export IMPL_synthDistinctLibCells=67
export IMPL_regArea_mm2=0.00210
export IMPL_ir_drop_v=0.000125
export IMPL_place_congestion=0.921
export IMPL_synth_compound_area_share=0.237
export IMPL_grt_overflow=0
export IMPL_async_flop_share=1.00
export IMPL_ys_sh_adder=0.0905
export IMPL_simple_gate_area_frac=0.200
export IMPL_worstSetupPathType="input pin to output pin"
export IMPL_rr_startpoint="loopCnt_r[21]"
export IMPL_syn_avg_cell_area_um2=8.15
export IMPL_grt_max_degree=66
export IMPL_comb_area_mm2=0.00464
export IMPL_root_buffer="clkbuf_16"
export IMPL_die_h_um=121
export IMPL_critPathLaunch="cmd_start"
export IMPL_cp_end_kind="output pin"
export IMPL_edf_count=0
export IMPL_startpoint_type="input pin"
export IMPL_post_route_period_util=0.615
export IMPL_rrSetupSlack_ns=7.92
export IMPL_cts_sinks=84
export IMPL_grt_pass1_vias=6441
export IMPL_n_fill_cell=1135
export IMPL_ctsResizeCount=0
export IMPL_min_period_ns=6.89
export IMPL_grt_pass1_wl_mm=32.5
export IMPL_wire_per_inst_um=17.3
export IMPL_design_core_area_mm2=0.0138
export IMPL_drc_errors=0
export IMPL_worst_slew_pin_slew_ns=0.818
export IMPL_yosys_stat_area_mm2=0.00708
export IMPL_slew_violations=0
export IMPL_worst_clock_skew_ns=0.0113
export IMPL_hold_violations=0
export IMPL_area_growth_pct=22.8
export IMPL_ys_top_logic_family="AND-OR/OR-AND gates"
export IMPL_die_area_mm2=0.0146
export IMPL_setup_viol=0
export IMPL_mux_share=0.0387
export IMPL_powerDensity_mw_per_mm2=142
export IMPL_cp_endpoint="ap_idx[31]"
export IMPL_slew_headroom=0.455
export IMPL_crit_arrival_ns=4.65
export IMPL_r2r_cells=12
export IMPL_hold_slack_ns=0.482
export IMPL_first_pass_iters=5
export IMPL_warning_count=27
export IMPL_worstReg2RegEnd="loopCnt_r[30]"
export IMPL_rsz0062_at_grt="false"
export IMPL_postSynthSeqShare=0.297
export IMPL_ant_nets=0
export IMPL_fmax_ghz=0.145
export IMPL_via_per_inst=5.89
export IMPL_clk_pin_slew_ns=0.06
export IMPL_holdCritPathClass="flip-flop to flip-flop"
export IMPL_die_width_um=121
export IMPL_dr_total_vias=6780
export IMPL_ys_sh_xor=0.0878
export IMPL_clk_latency_ns=0.35
export IMPL_fin_tns_setup_ns=0
export IMPL_std_cell_rows=43
export IMPL_status="complete, no violations"
export IMPL_drt_iter0_markers=499
export IMPL_synth_stat_cells=869
export IMPL_worst_path_max_fanout=65
export IMPL_htree_levels=3
export IMPL_antenna_cells=0
export IMPL_antenna_found_initial=0
export IMPL_io_pins=125
export IMPL_ys_warn_count=1
export IMPL_power_leakage_nw=3.68
export IMPL_cts_hold_buf=0
export IMPL_worst_ep_required_time_ns=8.96
export IMPL_dp_final_hpwl_mm=15.4
export IMPL_drt_wl_total_mm=19.9
export IMPL_cts_path_max_buffers=2
## how the worst min path moves through the flow
stage / startpoint / end / slack [ns] / cells after the start
4_1_cts: cmd_loopBreak_en_r / cmd_loopBreak_en_r / 0.48 / 1
5_1_grt: cmd_loopBreak_en_r / cmd_loopBreak_en_r / 0.50 / 1
6_report: cmd_loopBreak_en_r / cmd_loopBreak_en_r / 0.48 / 1
## sequential cells by signal, summed over array words and instances (netlist names)
signal,count
cmd_loopBreak_en_r,1
cmd_loopIdx_ascend_r,1
cmd_loopInc_r,16
cmd_loopLen_r,32
cmd_loopStart_r,1
loopCnt_r,32
running_r,1
## cells in the final DEF (no fill, tap or decap), types with 8 or more instances in the layout
cell	instances
a21o_1	27
a21oi_1	44
a22oi_1	24
and3_1	8
buf_4	8
clkbuf_16	9
clkdlybuf4s50_1	121
dfrtp_1	84
ha_1	48
inv_1	47
mux2_2	18
nand2_1	129
nand3_1	19
nand4_1	12
nor2_1	42
nor2b_1	9
nor3_1	10
nor4_1	11
o211ai_1	9
o21a_1	10
o21ai_0	100
xnor2_1	43
xor2_1	28
## layer usage
| metal | GRT usage | up-vias | routed length (um) | part of all wire |
|---|---|---|---|---|
| li1 | - | 3329 | - | - |
| met4 | 0.0826 | 0 | 658 | 0.033 |
| met1 | 0.435 | 3219 | 9130 | 0.46 |
| met2 | 0.458 | 197 | 9180 | 0.46 |
| met5 | 0 | - | 0 | 0 |
| met3 | 0.0413 | 35 | 979 | 0.049 |
## synth_stat cells (8+ instances only)
library cell	instances	share of area
a21o_1	27	0.029
a21oi_1	45	0.032
a22oi_1	24	0.025
and3_1	8	0.0071
clkbuf_1	30	0.016
dfrtp_1	84	0.30
ha_1	48	0.085
inv_1	47	0.025
mux2_2	18	0.029
nand2_1	129	0.068
nand3_1	19	0.013
nand4_1	12	0.011
nor2_1	42	0.022
nor2b_1	9	0.0080
nor3_1	10	0.0071
nor4_1	11	0.0097
o211ai_1	9	0.0095
o21a_1	10	0.011
o21ai_0	100	0.071
xnor2_1	43	0.053
xor2_1	28	0.035
## cell families after synthesis
kind of cell    Yosys count
compound gates          267
mux                      25
simple gates            282
fa+ha+maj                50
flops                    84
buf+inv                  90
xor+xnor                 71
## where the power goes
group | internal (mW) | total [mW] | leakage (nW) | switching, mW
Clock | 0.154 | 0.290 | 0.137 | 0.137
Combinational | 0.275 | 0.572 | 2.56 | 0.297
Sequential | 0.338 | 0.376 | 0.973 | 0.0379
## metrics by stage
step	setup slack, ns	util	power, mW	instances	instance area [um2]
after floorplan	5.42	-	0.721	869	7080
after global placement	4.36	0.608	0.939	1135	8410
after detailed placement	4.34	0.608	0.943	1135	8410
after CTS	4.33	0.629	1.24	1151	8690
after global routing	4.21	0.629	1.33	1151	8690
final	4.31	0.629	1.24	1151	8690
## cell type report
class / count / share of cell area
Inverter: 47 / 0.0203
Sequential cell: 84 / 0.242
Clock buffer: 9 / 0.0259
Timing Repair Buffer: 129 / 0.146
Clock inverter: 7 / 0.00648
Multi-Input combinational cell: 695 / 0.533
Tap cell: 180 / 0.0259
## critical path: stages
cell             delay (ns)
buf_4                  0.50
mux2_2                 0.40
buf_4                  0.30
or4_1                  0.53
o2111ai_1              0.10
clkdlybuf4s50_1        0.55
Power and IR drop assume default switching activity.
