<file path="/design/flow/run.sh">
#!/bin/bash
# OpenROAD 26Q1-2900-gdf79404cd8, Yosys 0.63+post, stock flow scripts
make -C /OpenROAD-flow-scripts/flow DESIGN_CONFIG=/design/flow/config.mk WORK_HOME=/design/flow/orfs finish
</file>
<file path="/design/flow/config.mk">
export PLATFORM = sky130hd
export DESIGN_NAME = rfifo
export DESIGN_NICKNAME = rfifo
export VERILOG_FILES = /design/flow/design.v
export SDC_FILE = /design/flow/constraint.sdc
export NUM_CORES = 4
export LEC_CHECK = 1
export CORE_UTILIZATION = 40
</file>
<file path="/design/flow/constraint.sdc">
current_design rfifo

set clk_period 17.6
set clk_io_pct 0.2

create_clock -name clk0 -period $clk_period [get_ports {clk}]

set non_clock_inputs [all_inputs -no_clocks]
set_input_delay [expr $clk_period * $clk_io_pct] -clock clk0 $non_clock_inputs
set_output_delay [expr $clk_period * $clk_io_pct] -clock clk0 [all_outputs]
</file>
<file path="/design/flow/design.v">
package coherence_cache_pkg;
    localparam INVALID        = 0;    
    localparam EXCLUSIVE      = 1;    
    localparam MODIFIED       = 2;    
    localparam SHARED         = 3;    
    localparam FORWARD        = 4;    
    parameter PROC_OP_BITS    = 1;
    parameter PR_RD           = 0;
    parameter PR_WR           = 1;
    parameter BUS_OP_BITS     = 2;
    parameter BUS_RD          = 0;
    parameter BUS_RDX         = 1;
    parameter BUS_UPGR        = 2;
    parameter BUS_NOP         = 3;
    parameter BUS_RESP_BITS   = 3;
    parameter LINE_EXIST_BIT  = 0;
    parameter FLUSH_OPT_BIT   = 1;
    parameter FLUSH_BIT       = 2;
    parameter LINE_EXIST      = (1 << LINE_EXIST_BIT);
    parameter FLUSH_OPT       = (1 << LINE_EXIST_BIT) | (1 << FLUSH_OPT_BIT);
    parameter FLUSH           = (1 << LINE_EXIST_BIT) | (1 << FLUSH_BIT);
endpackage : coherence_cache_pkg
package cacheIf_axi4_pkg;
    typedef enum {
        AxSIZE_1B    = 0,
        AxSIZE_2B    = 1,
        AxSIZE_4B    = 2,
        AxSIZE_8B    = 3,
        AxSIZE_16B   = 4,
        AxSIZE_32B   = 5,
        AxSIZE_64B   = 6,
        AxSIZE_128B  = 7
    } axsize_t;
    typedef enum {
        AxBURST_FIXED = 0,
        AxBURST_INCR  = 1,
        AxBURST_WRAP  = 2,
        AxBURST_Rsvd  = 3
    } axburst_t;
    typedef enum {
        xRESP_OKAY   = 0,
        xRESP_EXOKAY = 1,
        xRESP_SLVERR = 2,
        xRESP_DECERR = 3
    } xresp_t;
endpackage
package cyclicCache_pkg;
    typedef enum logic [1:0]
    {
        MESI_STATE_INVALID     = 'd0,
        MESI_STATE_MODIFIED    = 'd1,
        MESI_STATE_EXCLUSIVE   = 'd2,
        MESI_STATE_SHARED      = 'd3
    } mesi_state_t;
    typedef enum logic [1:0]
    {
        MESI_REQ_NULL                = 'd0,
        MESI_REQ_HANDLE_WRITE_SHARE  = 'd1,
        MESI_REQ_HANDLE_WRITE_MISS   = 'd2,
        MESI_REQ_HANDLE_READ_MISS    = 'd3
    } mesi_req_t;
    typedef enum logic [1:0]
    {
        MESI_ACT_NULL    = 'd0,
        MESI_ACT_REFILL  = 'd1,
        MESI_ACT_FORWARD = 'd2,
        MESI_ACT_REVOKE  = 'd3
    } mesi_action_t;
endpackage
package dma_axiStream_axi4_pkg_t;
    typedef enum {
        AxSIZE_1B    = 0,
        AxSIZE_2B    = 1,
        AxSIZE_4B    = 2,
        AxSIZE_8B    = 3,
        AxSIZE_16B   = 4,
        AxSIZE_32B   = 5,
        AxSIZE_64B   = 6,
        AxSIZE_128B  = 7
    } axsize_t;
    typedef enum {
        AxBURST_FIXED = 0,
        AxBURST_INCR  = 1,
        AxBURST_WRAP  = 2,
        AxBURST_Rsvd  = 3
    } axburst_t;
    typedef enum {
        xRESP_OKAY   = 0,
        xRESP_EXOKAY = 1,
        xRESP_SLVERR = 2,
        xRESP_DECERR = 3
    } xresp_t;
    typedef enum logic{
        DMA_DIR_AXI_STREAM_TO_AXI4 = 1'b0,
        DMA_DIR_AXI4_TO_AXI_STREAM = 1'b1
    }dma_axis_axi4_dir_t;
    typedef enum logic{
        DMA_DIRECT_MODE   = 1'b0,
        DMA_CIRCULAR_MODE = 1'b1
    }dma_axis_axi4_moder_t;
    typedef enum logic [3 : 0] {
        DMA_AXIS_AXI4_CTRL        = 'h0,
        DMA_AXIS_AXI4_MIN_ADDR    = 'h1,
        DMA_AXIS_AXI4_MAX_ADDR    = 'h2,
        DMA_AXIS_AXI4_DMA_START   = 'h3,
        DMA_AXIS_AXI4_DMA_LEN     = 'h4,
        DMA_AXIS_AXI4_DMA_DIR     = 'h5,
        DMA_AXIS_AXI4_DMA_MODE    = 'h6,
        DMA_AXIS_AXI4_FLUSH_FIFO  = 'h7,
        DMA_AXIS_AXI4_FIFO_STATUS = 'h8,
        DMA_AXIS_AXI4_FIFO_CNT    = 'h9,
        DMA_AXI4_AXIS_FIFO_CNT    = 'hA
    }dma_axis_axi4_regs_t;
endpackage
package mru_pkg;
    typedef enum logic [1:0]
    {
        MESI_STATE_INVALID     = 'd0,
        MESI_STATE_MODIFIED    = 'd1,
        MESI_STATE_EXCLUSIVE   = 'd2,
        MESI_STATE_SHARED      = 'd3
    } mesi_state_t;
    typedef enum logic [1:0]
    {
        MESI_REQ_NULL                = 'd0,
        MESI_REQ_HANDLE_WRITE_SHARE  = 'd1,
        MESI_REQ_HANDLE_WRITE_MISS   = 'd2,
        MESI_REQ_HANDLE_READ_MISS    = 'd3
    } mesi_req_t;
    typedef enum logic [1:0]
    {
        MESI_ACT_NULL    = 'd0,
        MESI_ACT_REFILL  = 'd1,
        MESI_ACT_FORWARD = 'd2,
        MESI_ACT_REVOKE  = 'd3
    } mesi_action_t;
endpackage
module rfifo #(
	parameter FIFO_DWIDTH		= 32, 
	parameter FIFO_DEPTH		= 16
)(
	input 										rstn,
	input 										clk,
	output logic								full,
	input 					   					we,
	input [FIFO_DWIDTH-1:0]						din,
	input 										re,
	output logic 								empty,
	output logic [FIFO_DWIDTH-1:0]				dout
);
rfifo_fifo_mem # (
	.DWIDTH	( FIFO_DWIDTH	),
	.DEPTH 	( FIFO_DEPTH	)
)
inst_rfifo_fifo_mem(
	.clk	( clk		),
	.rstn	( rstn		),
	.we		( we		),
	.din	( din		),
	.re		( re		),
	.dout	( dout		),
	.full	( full		),
	.empty	( empty		),
	.bCnt	(			)
);
endmodule
module rfifo_fifo_mem # (
	parameter DWIDTH = 32,
	parameter DEPTH  = 1024,
	parameter AFULL_THR = 3,	 
	parameter AEMPTY_THR = 3,	 
	parameter AWIDTH = $clog2(DEPTH)
)
(
	input 						clk, 
	input 						rstn, 
	input 						we, 
	input [DWIDTH-1:0]			din, 
	input 						re,
	output logic [DWIDTH-1:0]	dout,
	output logic 				full, 
	output logic 				empty,
	output logic [AWIDTH:0]		bCnt	
);
reg [AWIDTH-1:0]	wptr, rptr;
always @ (posedge clk or negedge rstn) begin 
	if (~rstn) begin 
		wptr	<= 0;
		rptr	<= 0;
		bCnt	<= 0;
	end 
	else begin 
		if (we) begin 
			wptr <= wptr + 1;
		end 
		if (re) begin 
			rptr <= rptr + 1;
		end 
		bCnt <= bCnt + we - re;
	end 
end 
rfifo_dpram #( 
    .usr_ram_style  ( "block"       ),
    .aw             ( $clog2(DEPTH) ), 
    .dw             ( DWIDTH        ), 
    .max_size       ( DEPTH         )
)
inst_rfifo_dpram(	
    .rd_clk    ( clk       ),
	.raddr     ( rptr      ),
	.dout      ( dout      ),
	.wr_clk    ( clk       ),
	.we        ( we        ),
	.din       ( din       ),
	.waddr     ( wptr      )	
);
assign full 	= (bCnt == DEPTH);
assign empty	= (bCnt == 0);
endmodule
module rfifo_dpram #( parameter usr_ram_style = "distributed", aw=16, dw=8, max_size=256)
(	
	input rd_clk,
	input [aw-1:0] raddr,
	output reg [dw-1:0] dout,
	input wr_clk,
	input we,
	input [dw-1:0] din,
	input [aw-1:0] waddr	
);
reg [dw-1:0] RAM [max_size-1:0];
    assign dout = RAM[raddr];
	always @(posedge wr_clk)
	begin
		if (we) RAM[waddr]<=din;
	end
endmodule	
</file>
==> reports/results.tsv <==
stage	metric	value	unit
final_timing	fin_ws	10550	ps
critical_path	worst-r2r-cell-count	5	
final_timing	period_minus_slack	7050	ps
cts	root_buffer	clkbuf_16	
worst_hold_path	min_from	inst_rfifo_fifo_mem.wptr[0]	
global_routing	grt_pass1_vias	10300	
global_routing	grt_use_total	19.5	%
cells_and_area	nFillCells	4023	
critical_path	cp.arrival	3530	ps
floorplan	core	49100	sq um
global_routing	grt_overflow	0	
synthesis	syn_area_per_cell	22.8	sq um
critical_path	timing.rr.end	inst_rfifo_fifo_mem.inst_rfifo_dpram.RAM[4][28]	
final_timing	setup_viol	0	
critical_path	cp-start-kind	flop	
cts	cts_tree	built	
final_timing	finalSetupTns	0	ps
floorplan	ios	70	
worst_hold_path	hold_depth	1	
synthesis	ys_cells	873	
detailed_routing	wl_per_cell	25.5	um
synthesis	ys_seq_share	78.8	%
synthesis	edf_count	512	
final_timing	fin_crit_sh	40.1	%
detailed_routing	drt_drc_violations_left	0	
flow_run	warning_count	29	
placed_design	hpwlAfterDp	20700	um
cells_and_area	logic_area	4090	sq um
cts	post_cts_buffers	0	
cts	insertion_delay	590	ps
final_timing	worstMarginPinSlew	743	ps
detailed_routing	totalWireLength	42900	um
critical_path	r2r_start	inst_rfifo_fifo_mem.wptr[0]	
critical_path	path_class	reg2out	
flow_run	max_cap_violations	0	
cells_and_area	area_growth	16.5	%
detailed_routing	drt-initial-drc-count	513	
detailed_routing	diodes	0	
power_and_ir_drop	peakVddDrop	0.0000880	V
cells_and_area	drive_gt1_share	24.7	%
global_routing	grt_antenna_before_repair	3	
critical_path	crit_fanout	35	
floorplan	rows	81	
critical_path	reg2reg_setup_slack	15420	ps
cts	hold_buffers	0	
detailed_routing	drtAntennaViolNets	0	
final_timing	relSlewSlack	50.3	%
floorplan	die_w	225	um
cts	cts_buffers	53	
power_and_ir_drop	power_density	160	nW/um^2
floorplan	initCoreUtil	40.6	%
global_routing	grt_start_max_net_pins	42	
cts	cts.repair.resized	0	
worst_hold_path	whs_endpoint	inst_rfifo_fifo_mem.wptr[0]	
floorplan	dieArea	50700	sq um
final_timing	fmax	142	MHz
cells_and_area	finalInstanceArea	23200	sq um
power_and_ir_drop	power_leakage	0.00733	uW
synthesis	netlist_area	19900	sq um
synthesis	synth-warning-count	3	
cts	cts_max_level	2	
detailed_routing	route.vias.total	9162	
critical_path	worstPathRequired	14080	ps
worst_hold_path	hold_class	reg2reg	
synthesis	ys.flop_type	edfxtp_1	
cts	clkTransAtPathRegs	60	ps
cells_and_area	regArea	15700	sq um
floorplan	fp.dieH	225	um
detailed_routing	first_pass_iters	4	
final_timing	holdWs	563	ps
final_timing	rsz0062_at_grt	no	
detailed_routing	vias_per_cell	5.44	
cts	clock_sinks	525	
outcome	status	completed	
placed_design	dp_slack	11050	ps
final_timing	finalHoldViolations	0	
cts	clockBufferDepth	3	
final_timing	clock_skew	11.5	ps
synthesis	synth_flops	525	
global_routing	grt_pass1_wl	64500	um
placed_design	io_buffer_count	69	
synthesis	synth_cells	873	
critical_path	endpoint_kind	output port	
placed_design	place_area	21600	sq um
final_timing	slew_viol_final	0	
synthesis	synth_cell_types	28	
synthesis	synthArstFlopShare	2.48	%
synthesis	yosysChipArea	19900	sq um
placed_design	globalplace.congestion	0.779	
cell type report:
class	count	share of cell area, %
sequential	525	67.6
multi-input combinational	290	17.6
clock buffer	62	5.86
timing repair buffer	97	3.88
tap	664	3.58
clock inverter	34	1.28
inverter	11	0.178
placed cells by master (no fill, tap or decap):
cell             instances
nor2b_4                  2
bufinv_16                5
nand2b_1                 5
nand4_1                  2
nor2_4                  15
xor2_1                   4
inv_16                   1
clkdlybuf4s50_1         69
o21ai_0                  1
clkinv_2                12
clkinvlp_4               2
a21o_1                   1
dfrtp_4                  2
dfrtp_1                 11
clkbuf_16               53
and4_1                   1
mux2_2                   1
mux4_2                 128
a21oi_1                  2
buf_4                   28
xnor2_1                  6
nor3_2                   2
clkbuf_1                 9
ha_1                    11
nor4b_1                  1
fa_1                     1
nand2_1                 41
clkinv_1                14
edfxtp_1               512
and2_2                   1
a22oi_1                 64
inv_1                   11
o21bai_1                 1
cell usage after synthesis (all sizes together), types with 2 or more instances:
cell    count  share of area (%)
xnor2       6               0.26
xor2        4               0.18
nand2      41               0.77
nor2b       2              0.063
edfxtp    512                 77
ha         11               0.69
mux4      128                 14
a21oi       2              0.050
dfrtp      13                1.6
inv        11               0.21
clkbuf     29               0.55
nand2b      5               0.16
nor3        2              0.050
a22oi      64                2.4
nand4       2              0.063
buf        18               0.67
nor2       15               0.28
flip-flops by register name, indices dropped and copies added, names as in the netlist:
register                                  count
inst_rfifo_fifo_mem.inst_rfifo_dpram.RAM    512
inst_rfifo_fifo_mem.bCnt                      5
inst_rfifo_fifo_mem.wptr                      4
inst_rfifo_fifo_mem.rptr                      4
per-stage QoR:
stage	total power, uW	util [%]	std cells
2_1_floorplan	2240	-	873
3_3_place_gp	2680	44.0	1587
3_5_place_dp	2690	44.0	1587
4_1_cts	3780	47.4	1683
5_1_grt	3900	47.4	1683
6_report	3710	47.4	1683
worst max-delay path: stages, from the launching register on:
cell             delay, ps
dfrtp_4                640
buf_4                  520
buf_4                  540
mux4_2                 380
a22oi_1                250
nand2_1                140
clkdlybuf4s50_1        440
worst max path at each step:
stage	startpoint	endpoint	slack (ps)	depth (start not counted)
finish	inst_rfifo_fifo_mem.rptr[1]	dout[26]	10550	6
global route	inst_rfifo_fifo_mem.rptr[0]	dout[23]	10230	5
CTS	inst_rfifo_fifo_mem.rptr[0]	dout[23]	10410	5
layer usage:
layer / GRT usage [%] / share of wire, %
met1: 25.0 / 33
met2: 29.3 / 49
met3: 13.6 / 16
met4: 3.12 / 1.8
met5: 0 / 0.086
cells by family after synthesis:
| family | count (synthesis) | synth area share [%] |
|---|---|---|
| adder cells (fa/ha/maj) | 12 | 0.791 |
| AND/OR/NAND/NOR | 70 | 1.51 |
| XOR/XNOR | 10 | 0.439 |
| AND-OR/OR-AND | 69 | 2.56 |
| flip-flops | 525 | 78.8 |
| buffers and inverters | 58 | 1.42 |
| multiplexers | 129 | 14.5 |
power breakdown:
part	total, uW	switching (uW)	internal (uW)
Sequential	1580	72.1	1510
Clock	1080	454	624
Combinational	1050	523	529
Power is estimated from default activity; no workload was simulated.
